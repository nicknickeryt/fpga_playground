--- design/flow/design.v ---
`timescale 1ns / 1ps
module quadro_addrbus_ram_dist(
   input clk,
   input we,  
   input [15:0] addr,  
   input [7:0] din,  
   output reg [7:0] dout  
   );
   wire [7:0] dout0, dout1, dout2, dout3;
   reg [1:0] addr_select;
   always @(*) begin
      addr_select = addr[15:14];
      case(addr_select)
         2'b00: dout = dout0;
         2'b01: dout = dout1;
         2'b10: dout = dout2;
         2'b11: dout = dout3;
      endcase
   end
   ram_dist ram0(clk, we, addr[13:0], din, dout0);
   ram_dist ram1(clk, we, addr[13:0], din, dout1);
   ram_dist ram2(clk, we, addr[13:0], din, dout2);
   ram_dist ram3(clk, we, addr[13:0], din, dout3);
endmodule
`timescale 1ns / 1ps
module ram_dist(input clk,
   input we,  
   input [awidth-1 : 0] addr, 
   input [dwidth-1 : 0] din,  
   output [dwidth-1 : 0] dout  
  );
   parameter awidth = 4;  
   parameter dwidth = 8;  
   (* ram_style="distributed" *)
   reg [dwidth-1 : 0] ram [(2**awidth)-1 : 0];
   always @(posedge clk) begin
      if (we)
         ram[addr] <= din;
   end
   assign dout = ram[addr];
endmodule
--- design/flow/run.sh ---
#!/bin/bash
# OpenROAD 26Q1-2900-gdf79404cd8, Yosys 0.63+post, stock flow scripts
make -C /OpenROAD-flow-scripts/flow DESIGN_CONFIG=/design/flow/config.mk WORK_HOME=/design/flow/orfs finish
--- design/flow/config.mk ---
export PLATFORM = sky130hd
export DESIGN_NAME = quadro_addrbus_ram_dist
export DESIGN_NICKNAME = quadro_addrbus_ram_dist
export VERILOG_FILES = /design/flow/design.v
export SDC_FILE = /design/flow/constraint.sdc
export NUM_CORES = 4
export LEC_CHECK = 1
export CORE_UTILIZATION = 50
--- design/flow/constraint.sdc ---
current_design quadro_addrbus_ram_dist

set clk_period 3.0
set clk_io_pct 0.2

create_clock -name clk0 -period $clk_period [get_ports {clk}]

set non_clock_inputs [all_inputs -no_clocks]
set_input_delay [expr $clk_period * $clk_io_pct] -clock clk0 $non_clock_inputs
set_output_delay [expr $clk_period * $clk_io_pct] -clock clk0 [all_outputs]
==> results.tsv <==
metric	value	unit
gpl congestion	0.770	
post-CTS setup repair buffer count	0	
Tmin final	2.87	ns
CP max-delay cell	mux4_2	
RSZ-0062 raised after global routing	false	
P&R area growth vs syn	22.7	%
n_diodes	0	
crit-path max cell delay	0.53	ns
CP cell instances	buf_2, buf_12, mux4_2, a22oi_1, nand2_1, clkdlybuf4s50_1	
most numerous logic cell after layout	edfxtp_1	
DR iter-0 viols	103	
CP arrival	2.27	ns
delay-heaviest family, CP	buffers and inverters	
Sw Pwr	786	uW
Clock transition at path regs	0.05	ns
worst hold margin	0.862	ns
most frequent cells in the layout	edfxtp_1 (128), mux4_2 (32), buf_4 (20), clkdlybuf4s50_1 (18)	
Bufs on Longest Clock Path	2	
Sw Share	0.193	
row count	35	
Worst Hold Class	primary input to register	
type of the worst setup path	primary input to primary output	
CP endpoint kind	primary output	
antenna violations before repair	0	
Setup Viol. Count Final	0	
Seq share, synth	0.783	
FP Util	0.524	
fillers	640	
CTS buffer count	17	
Registers, synthesis	128	
Detailed Routing Iterations Pass 1	4	
routed len/inst	21.5	um
drc violations	0	
Detail Placement HPWL	5850	um
pin count of the biggest net entering global routing	24	
port bufs	21	
leakage	1.98	nW
CTS tree	done	
htree depth	4	
worst-path fanout max	16	
stage-log warning count	37	
Gate Count Post-Synth	223	
Ys Warns	6	
slew margin rel.	0.627	
Reg power frac	0.495	
Ports	34	
detail-routed via count per cell	5.65	
Final Hold Fails	0	
Gate power share	0.055	
synthesis area per yosys	0.00491	sq mm
max_cap viols	0	
Startpoint Class	primary input	
clk sinks	128	
status	complete, no violations	
Root Driver	clkbuf_8	
Die W	101	um
Vias	2352	
GRT Residual Overflow	0	
routed wire length	8940	um
chip area	0.0102	sq mm
Post-Synthesis Cell Area	0.00491	sq mm
vias in the first global route	2707	
Worst Path Buf+Inv	3	
first-pass GRT wire length	14300	um
worst vdd ir	0.000344	V
Tcrit/Tclk final	0.958	
Die Span Y	101	um
GRT Overall Usage	0.218	
layout cells sized above 1	0.314	
cell count in the Yosys report	223	
Antenna Nets Post-Route	0	
Yosys cell types	17	
internal power	3.28	mW
max frequency	348	MHz
Final Max-Slew Violation Tally	0	
hold wc startpoint	addr[0]	
crit path from	addr[0]	
Tightest Pin Transition	0.558	ns
Pwr Density	675	mW/mm^2
Core ar.	0.00937	sq mm
Worst EP required	2.40	ns
syn avg cell area	22.0	sq um
Clk pwr share	0.449	
total power	4.07	mW
tightest hold or removal path, stage by stage:
cell and delay (ns):
buf_2 0.13, buf_12 0.20, nor3_1 0.09, buf_4 0.15
metrics by stage:
step	cells	util	worst slack, ns	cell area, sq um	setup TNS [ns]
final	416	0.643	0.127	6020	0
after global routing	416	0.643	0.0291	6020	0
after CTS	416	0.642	0.0379	6020	0
after detailed placement	385	0.581	-0.0768	5440	-0.314
after global placement	385	0.581	-0.0785	5440	-0.355
after floorplan	223	-	0.721	4910	0
power by group through the flow:
| stage | registers [mW] | clock network (mW) | logic (mW) |
|---|---|---|---|
| after CTS | 2.02 | 1.85 | 0.228 |
| after global routing | 2.02 | 1.93 | 0.246 |
| final | 2.02 | 1.83 | 0.226 |
kinds of logic (layout without fill, tap and decap cells):
kind of cell / after synthesis / in the layout / synth area share
AOI/OAI and AO/OA: 16 / 16 / 0.0245
buffers and inverters: 12 / 76 / 0.0130
DFF: 128 / 128 / 0.783
muxes: 32 / 32 / 0.147
and+or+nand+nor: 35 / 35 / 0.0331
final timing paths:
| path | slack (ns) | endpoint | cells after the start |
|---|---|---|---|
| worst min-delay path | 0.86 | ram2.ram[0][6] | 4 |
| worst max-delay path | 0.13 | dout[0] | 6 |
metal layers:
layer,routed length (um),vias up,global-route usage
met3,757,11,0.108
met2,4630,97,0.334
li1,-,1047,-
met5,0,-,0.0144
met1,3470,1197,0.339
met4,90,0,0.0256
registers in the layout, summed over array words and instances (netlist names):
signal	flops
ram2.ram	104
ram1.ram	24
Yosys cell counts (all sizes together):
library cell,n,area [sq um]
nor3,4,20.0
buf,8,47.5
nand3b,2,15.0
nand3,1,5.00
edfxtp,128,3840
nor2b,2,12.5
a22oi,16,120
nor2,13,48.8
nand2b,2,12.5
mux4,32,721
or3b,1,8.76
nand2,9,33.8
and2,1,6.26
clkbuf,4,16.3
timing repair:
item	4_1_cts	5_1_grt
resized	4	4
endpoints found under the hold margin	0	0
hold buffers	0	0
gates cloned	1	0
pin swaps	0	0
endpoints found under the setup margin	8	8
cell type report:
type,count,area (sq um),share of cell area
Clock buffer,18,418,0.0694
Tap cell,129,161,0.0268
Multi-Input combinational cell,83,1010,0.168
Clock inverter,12,121,0.0201
Timing Repair Buffer,46,465,0.0773
Sequential cell,128,3840,0.638
Power is estimated from default activity; no workload was simulated.
