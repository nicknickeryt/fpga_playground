`flow/design.v`:
```
`timescale 1ns / 1ps
module bram_dp_data_invert(
    input clk,
    input convert,
    input writeViaB,
    input readViaB,
    input [awidth-1 : 0] writeViaBAddr,
    input [dwidth-1 : 0] writeViaBDin,
    output reg weA = 0,                      
    output reg [awidth-1 : 0] addrA,     
    output reg [dwidth-1 : 0] dinA = 0,      
    output [dwidth-1 : 0] doutA,     
    output reg weB = 1,                      
    output reg [awidth-1 : 0] addrB,     
    output reg [dwidth-1 : 0] dinB,      
    output [dwidth-1 : 0] doutB      
    );
    parameter awidth = 4;
    parameter dwidth = 8; 
    reg conversionActive = 0;
    reg [4:0] counter = 0;
    integer n = (2**awidth) - 1;
    bram_dp BRAMka(clk, weA, addrA, dinA, doutA, clk, weB, addrB, dinB, doutB);
    always @(posedge convert) begin
        conversionActive = 1;
        counter = 0;
    end
    always @(posedge clk) begin
        if(writeViaB) begin
            weB = 1;
            addrB = writeViaBAddr;
            dinB = writeViaBDin;
        end
        else if(readViaB) begin
            weB = 0;
            addrB = writeViaBAddr;
            dinB = 0;
        end
        else if(conversionActive) begin
            weB = 0;
            if(counter <= 15) begin
                    addrA = counter;
                    dinA = 0;
                    addrB = n-counter;
                    dinB = doutA;
                counter = counter + 1;
            end
        end
        else begin
            conversionActive = 0;
        end
    end
endmodule
`timescale 1ns / 1ps
module bram_dp(
   input clkA,
   input weA,  
   input [awidth-1 : 0] addrA, 
   input [dwidth-1 : 0] dinA,  
   output reg [dwidth-1 : 0] doutA,  
   input clkB,
   input weB,  
   input [awidth-1 : 0] addrB, 
   input [dwidth-1 : 0] dinB,  
   output reg [dwidth-1 : 0] doutB  
  );
   parameter awidth = 4;  
   parameter dwidth = 8;  
   reg [dwidth-1 : 0] ram [(2**awidth)-1 : 0];
   always @(posedge clkA) begin
      if (weA)
         ram[addrA] <= dinA;
      doutA<= ram[addrA];
   end
   always @(posedge clkB) begin
      if (weB)
         ram[addrB] <= dinB;
      doutB<= ram[addrB];
   end
endmodule
```
`flow/run.sh`:
```
#!/bin/bash
# OpenROAD 26Q1-2900-gdf79404cd8, Yosys 0.63+post, stock flow scripts
make -C /OpenROAD-flow-scripts/flow DESIGN_CONFIG=/design/flow/config.mk WORK_HOME=/design/flow/orfs finish
```
`flow/config.mk`:
```
export PLATFORM = sky130hd
export DESIGN_NAME = bram_dp_data_invert
export DESIGN_NICKNAME = bram_dp_data_invert
export VERILOG_FILES = /design/flow/design.v
export SDC_FILE = /design/flow/constraint.sdc
export NUM_CORES = 4
export LEC_CHECK = 1
export CORE_UTILIZATION = 40
```
`flow/constraint.sdc`:
```
current_design bram_dp_data_invert

set clk_period 4.3
set clk_io_pct 0.2

create_clock -name clk0 -period $clk_period [get_ports {clk}]
create_clock -name clk1 -period $clk_period [get_ports {convert}]

set non_clock_inputs [all_inputs -no_clocks]
set_input_delay [expr $clk_period * $clk_io_pct] -clock clk0 $non_clock_inputs
set_output_delay [expr $clk_period * $clk_io_pct] -clock clk0 [all_outputs]
```
==> job_summary.md <==
### Flow metrics

| Metric | Value |
|---|---|
| Slowest stage delay, CP | 0.80 ns |
| CTS tree | built |
| Register share of total power | 0.500 |
| Comb power frac | 0.068 |
| Cell variety after synth | 26 |
| Core area | 14530 um^2 |
| CTS Buf Count | 17 |
| Reg clk slew, reported paths | 0.06 ns |
| Syn Inst Count | 286 |
| Main logic family | multiplexers |
| YS warnings | 13 |
| Die y size | 124.0 um |
| Ports | 58 |
| Initial antenna violation count | 0 |
| Buf/Inv on CP | 1 |
| Via count | 2771 |
| CP endpoint | addrB[1] |
| Simple share | 0.03339 |
| Post-route antenna net violation count | 0 |
| Pin count of the biggest net entering global routing | 38 |
| Post-Syn Area | 5958 um^2 |
| Vias in the first global route | 2865 |
| Total negative setup slack | 0 ns |
| DR WL/cell | 20.47 um |
| CTS resizes | 0 |
| Most common reg cell | edfxtp_1 |
| Xor+xnor area frac | 0 |
| P&R area growth vs syn | 19.68% |
| Clock power frac | 0.432 |
| Worst setup EP type | output pin |
| PwrDens | 505.5 nW/um^2 |
| Total Wirelength | 10970 um |
| Status | finished, final reports clean |
| Reg2Reg Depth | 3 |
| Crit path max-delay family | flip-flops |
| DR iter-0 viols | 207 |
| H-Tree Depth | 4 |
| OpenROAD warning count | 27 |
| Startpoint Class | flip-flop |
| Port Buffers | 43 |
| Final setup vio count | 0 |
| Crit Path Category | reg2out |
| Post-synth mux share | 0.1342 |
| FP Rows | 44 |
| VDD IR-drop max | 0.2926 mV |
| CP arrival | 1.83 ns |
| Reg2reg start | addrB[1] |
| Crit. Startpoint | addrB[1] |
| R2r setup slk | 1.86 ns |
| Adder share | 0 |
| Seq share, synth | 0.7627 |
| GRT Total Usage | 0.1622 |
| Ao+oa area frac | 0.03255 |
| CP required | 3.44 ns |
| Max stage delay cell, worst path | edfxtp_1 |
| CTS sink count | 157 |
| Max FO, Critical Path | 15 |
| Total die size | 15390 um^2 |
| R2R Path End | BRAMka.ram[7][0] |
| Relative slew slack | 0.4575 |
| Max cap viols | 0 |
| Yosys chip area | 5958 um^2 |
| Hold Buf Count CTS | 0 |
| Gr ovfl total | 0 |
| CP Depth | 1 |
| Lkg Pwr | 0.002444 uW |
| Cells along the critical path | clkdlybuf4s50_1 |
| GPL Wtd Cong | 0.7980 |
| HP Class | reg2reg |
| Syn avg cell area | 20.83 um^2 |
| Final hold vios | 0 |
| Internal power | 2865 uW |
| Vias per cell | 5.170 |
| FP Core Util | 0.4100 |
| Switching part of the total | 0.2051 |
| Worst-case clock skew | 0.007397 ns |
| Slew Limit Fails | 0 |
| Die Span X | 124.0 um |
| Dpl hpwl | 6720 um |
| RSZ-0062 raised after global routing | no |
| N_diodes | 0 |
| DRC viols | 0 |
| Ys flops | 157 |
| Share of layout cells above drive strength 1 | 0.1534 |
| First-pass GRT wire length | 16040 um |
| Slew @ Worst Pin | 0.8108 ns |
| Ys cells | 286 |
| Post-synth EDFFs | 140 |
| Clock buffer depth | 2 |
| Sw Pwr | 739.4 uW |
| CTS root buf | clkbuf_16 |
| Setup Buffers After CTS | 0 |
| Total chip power | 3604 uW |
| Drt pass-1 iters | 4 |
| Post-synth ARST share | 0 |
## layout make-up
type | count | area, um^2
fill | 1165 | 7403
sequential | 157 | 4544
multi-input combinational | 112 | 1241
timing repair buffer | 49 | 475.5
clock buffer | 18 | 439.2
tap | 184 | 230.2
clock inverter | 14 | 192.7
inverter | 2 | 7.507
## cell usage in the layout (no fill, tap or decap), types with 2 or more instances in the layout
cell type | synthesis | layout
edfxtp_1 | 140 | 140
clkdlybuf4s50_1 | 0 | 43
mux4_1 | 21 | 21
dfxtp_1 | 17 | 17
clkbuf_16 | 0 | 17
a22oi_1 | 16 | 16
nor2_1 | 14 | 14
conb_1 | 1 | 13
nand2_1 | 11 | 11
mux4_2 | 11 | 11
a22o_1 | 7 | 7
buf_4 | 13 | 6
or2_2 | 4 | 4
nor3_1 | 4 | 4
bufinv_16 | 0 | 4
clkinv_4 | 0 | 3
clkinv_2 | 0 | 3
clkinvlp_4 | 0 | 3
inv_1 | 2 | 2
nor2b_1 | 2 | 2
nand2b_1 | 2 | 2
nand3b_1 | 2 | 2
## routing by layer
| layer | GRT usage | share of wire | wire length, um |
|---|---|---|---|
| met1 | 0.2203 | 0.38 | 4170 |
| met2 | 0.2327 | 0.47 | 5146 |
| met3 | 0.1014 | 0.12 | 1309 |
| met4 | 0.04241 | 0.031 | 345 |
| met5 | 0 | 0 | 0 |
## registers in the layout, indices dropped and copies added (netlist names)
signal and count:
BRAMka.doutA 8, dinB 8, weB 1, addrB 4, BRAMka.ram 128, BRAMka.doutB 8
## per-stage QoR
stage | hold WS [ns] | util | cells | worst slack, ns | instance area (um^2)
2_1_floorplan | 0.3402 | - | 298 | 2.147 | 6003
3_3_place_gp | 0.3596 | 0.4471 | 504 | 1.581 | 6499
3_5_place_dp | 0.3574 | 0.4471 | 504 | 1.441 | 6499
4_1_cts | 0.3696 | 0.4906 | 536 | 1.546 | 7131
5_1_grt | 0.3753 | 0.4906 | 536 | 1.467 | 7131
6_report | 0.3692 | 0.4906 | 536 | 1.612 | 7131
## synthesized netlist by cell type (2+ instances only)
master | instances | area share
buf_4 | 13 | 0.016
nor2_1 | 14 | 0.0088
nand2b_1 | 2 | 0.0021
dfxtp_1 | 17 | 0.057
clkbuf_1 | 5 | 0.0032
a22oi_1 | 16 | 0.020
nand3b_1 | 2 | 0.0025
nor2b_1 | 2 | 0.0021
mux4_2 | 11 | 0.042
nand2_1 | 11 | 0.0069
buf_12 | 2 | 0.0067
mux4_1 | 21 | 0.093
edfxtp_1 | 140 | 0.71
buf_6 | 3 | 0.0057
nor3_1 | 4 | 0.0034
a22o_1 | 7 | 0.010
or2_2 | 4 | 0.0042
inv_1 | 2 | 0.0013
buf_2 | 3 | 0.0025
## power groups by stage
| stage | registers [uW] | clock network, uW | logic [uW] |
|---|---|---|---|
| after CTS | 1810 | 1590 | 249 |
| final | 1800 | 1560 | 244 |
| after global routing | 1810 | 1650 | 267 |
## worst min path at each step
stage	depth (start not counted)	slack, ns	end	startpoint
4_1_cts	0	0.37	BRAMka.doutA[5]	BRAMka.ram[0][5]
6_report	0	0.37	BRAMka.doutA[5]	BRAMka.ram[0][5]
5_1_grt	0	0.38	BRAMka.doutA[1]	BRAMka.ram[0][1]
## logic make-up (layout without fill, tap and decap cells)
group,Yosys count,after routing
buffers and inverters,29,83
multiplexers,32,32
flip-flops,157,157
other,1,13
AND/OR/NAND/NOR,42,42
AND-OR/OR-AND,25,25
Power figures rest on the tool's default switching activity, not on a simulated workload.
