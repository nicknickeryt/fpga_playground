`./run.sh`:
```
#!/bin/bash
# OpenROAD 26Q1-2900-gdf79404cd8, Yosys 0.63+post, stock flow scripts
make -C /OpenROAD-flow-scripts/flow DESIGN_CONFIG=/design/flow/config.mk WORK_HOME=/design/flow/orfs finish
```
`./config.mk`:
```
export PLATFORM = sky130hd
export DESIGN_NAME = double_ram_dist
export DESIGN_NICKNAME = double_ram_dist
export VERILOG_FILES = /design/flow/design.v
export SDC_FILE = /design/flow/constraint.sdc
export NUM_CORES = 4
export LEC_CHECK = 1
export CORE_UTILIZATION = 50
```
`./constraint.sdc`:
```
current_design double_ram_dist

set clk_period 3.3
set clk_io_pct 0.2

create_clock -name clk0 -period $clk_period [get_ports {clk}]

set non_clock_inputs [all_inputs -no_clocks]
set_input_delay [expr $clk_period * $clk_io_pct] -clock clk0 $non_clock_inputs
set_output_delay [expr $clk_period * $clk_io_pct] -clock clk0 [all_outputs]
```
`./design.v`:
```
`timescale 1ns / 1ps
module double_ram_dist(
   input clk,
   input we,  
   input [3 : 0] addr, 
   input [15 : 0] din,  
   output [15 : 0] dout  
   );
   ram_dist ram0(clk, we, addr, din[15:8], dout[15:8]);
   ram_dist ram1(clk, we, addr, din[7:0], dout[7:0]);
endmodule
`timescale 1ns / 1ps
module ram_dist(input clk,
   input we,  
   input [awidth-1 : 0] addr, 
   input [dwidth-1 : 0] din,  
   output [dwidth-1 : 0] dout  
  );
   parameter awidth = 4;  
   parameter dwidth = 8;  
   (* ram_style="distributed" *)
   reg [dwidth-1 : 0] ram [(2**awidth)-1 : 0];
   always @(posedge clk) begin
      if (we)
         ram[addr] <= din;
   end
   assign dout = ram[addr];
endmodule
```
==> job_summary.md <==
### Yosys + OpenROAD results

| Metric | Value |
|---|---|
| Worst slack, placed | `0.0289 ns` |
| Vias in the first global route | `5133` |
| Worst min path class | `input port to flip-flop` |
| Die Ht | `142 µm` |
| 1st-iter DRT viols | `367` |
| Post-detail-place hpwl | `12.2 mm` |
| Area grow syn2layout | `19.3%` |
| PwrDens | `584 mW/mm²` |
| Cell Type Count | `18` |
| I/O Buffers | `37` |
| Mean Syn Cell Area | `23.4 µm²` |
| GR Util met3 | `14.6%` |
| Area leader, netlist | `edfxtp_1` |
| Top cells, area | `edfxtp_1 79%, mux4_2 12%, mux4_1 3.5%` |
| FP Rows | `50` |
| Fin crit share | `93.8%` |
| Highest ir drop seen on vdd | `0.524 mV` |
| Fill count | `1274` |
| Final ANT Viol Nets | `0` |
| Max clock buf depth | `3` |
| Count of library flops with an enable pin | `256` |
| Largest net degree at the start of global routing | `39` |
| Worst Tran Pin Value | `0.544 ns` |
| CP endpoint kind | `output pin` |
| Hold_sp | `addr[0]` |
| First-pass GRT wire length | `30.9 mm` |
| Vias/cell | `5.88` |
| CP cell instances | `buf_6, buf_12, mux4_1, a22oi_1, nand2_1, clkdlybuf4s50_1` |
| I/O pin cnt | `38` |
| Yosys cell count | `418` |
| Syn Std Cell Area | `0.00977 mm²` |
| M2 GR Usage | `34.9%` |
| Setup TNS Final | `0 ns` |
| Most common reg cell | `edfxtp_1` |
| Drt wl/cell | `25.5 µm` |
| Largest type area fraction | `78.7%` |
| Count leader, synth | `edfxtp_1` |
| RSZ-0062 raised after global routing | `no` |
| CTS buffer count | `26` |
| Placer Congestion | `0.804` |
| Post-synthesis sequential area ratio | `78.7%` |
| Die X | `142 µm` |
| Clk slew on worst S/H paths | `0.06 ns` |
| Clock tree root driver cell | `clkbuf_16` |
| Leak | `3.81 nW` |
| FF+latch count, synth | `256` |
| Final min period | `3.09 ns` |
| Setup CP Type | `input port to output pin` |
| Layout cells sized above 1 | `29.4%` |
| Post-Syn Instances | `418` |
| Fin. Hold Viols | `0` |
| Total track usage | `24.6%` |
| Initial antenna violation count | `0` |
| Slowest CP cell | `mux4_1` |
| Max Slew Vio Count | `0` |
| Top Usage Layer GRT | `met1` |
| Ys async rst share | `0%` |
| Met1 Use GR | `38.3%` |
| Outcome | `completed` |
| Core area | `0.0190 mm²` |
| Number of remaining DRC errors | `0` |
| Ant. Diodes | `0` |
| Fmax | `0.323 GHz` |
| Max cap viols | `0` |
| H-tree depth | `1` |
| Top cells by count | `256 x edfxtp_1, 51 x mux4_2, 32 x a22oi_1` |
| Drt pass-1 iters | `4` |
| Slowest cell delay on critical path | `0.55 ns` |
| Required @ worst endpoint | `2.64 ns` |
| Setup crit start | `addr[0]` |
| Die area | `0.0201 mm²` |
| # setup viols final | `0` |
| Startpoint types | `input port` |
| Routed wire length | `20.2 mm` |
| GRT Residual Overflow | `0` |
| Worst EP arrival | `2.43 ns` |
| Initial Util | `51.6%` |
| Critical Path Fanout Max | `22` |
| Final worst slack | `0.206 ns` |
| Post-synthesis chip area from yosys | `0.00977 mm²` |
| Clock Sinks | `256` |
| Slew margin rel. | `63.6%` |
| Warnings from Yosys | `1` |
| CTS tree | `yes` |
| Total number of vias | `4654` |
| Post-CTS setup buffer count | `0` |
| OpenROAD warning count | `25` |
-- cell type report --
type / count / area, µm² / area share (%)
multi-input cells: 139 / 1980 / 16.9
well taps: 260 / 325 / 2.79
clock inverters: 13 / 109 / 0.933
clock buffers: 34 / 702 / 6.02
flip-flops and latches: 256 / 7690 / 65.9
repair buffers: 89 / 862 / 7.39
-- placed cells by master, fill, tap and decap left out --
| master | n |
|---|---|
| a22oi_1 | 32 |
| and2_1 | 1 |
| buf_12 | 8 |
| buf_2 | 1 |
| buf_4 | 44 |
| buf_6 | 1 |
| bufinv_16 | 2 |
| clkbuf_1 | 7 |
| clkbuf_16 | 27 |
| clkdlybuf4s50_1 | 33 |
| clkinv_1 | 7 |
| clkinv_2 | 3 |
| clkinvlp_4 | 1 |
| dlymetal6s2s_1 | 2 |
| edfxtp_1 | 256 |
| mux4_1 | 13 |
| mux4_2 | 51 |
| nand2_1 | 17 |
| nand2b_1 | 2 |
| nand3_1 | 1 |
| nand3b_1 | 2 |
| nor2_1 | 1 |
| nor2_2 | 12 |
| nor2b_1 | 1 |
| nor2b_2 | 1 |
| nor3_2 | 4 |
| or3b_2 | 1 |
-- critical path: cells and delay by family --
kind	cells	cell delay, ns
compound gates	1	0.23
buf+inv	3	0.87
mux	1	0.55
simple gates	1	0.10
-- state kept, by name (all words and copies together) (netlist names) --
register  flops
ram0.ram    128
ram1.ram    128
-- logic make-up after synthesis --
group | synth area share [%]
flops | 78.7
mux | 15.2
simple gates | 1.97
compound gates | 2.46
buf+inv | 1.65
-- power by group --
group          total, W  leakage (nW)  internal [W]  switching, W
Combinational  0.000389          1.10      0.000196      0.000194
Clock           0.00276         0.392       0.00164       0.00112
Sequential      0.00366          2.31       0.00365     0.0000130
Total           0.00681          3.81       0.00548       0.00132
-- per-stage QoR --
stage | hold slack [ns] | instance area, µm² | util (%) | total power (W) | cells
after floorplan | 0.759 | 9770 | - | 0.00392 | 418
after global placement | 1.50 | 10800 | 57.2 | 0.00411 | 744
after detailed placement | 1.51 | 10800 | 57.2 | 0.00412 | 744
after CTS | 0.971 | 11600 | 61.5 | 0.00686 | 791
after global routing | 0.936 | 11700 | 61.5 | 0.00702 | 791
final | 0.909 | 11700 | 61.5 | 0.00681 | 791
-- routing by layer --
layer,up-vias,wire (µm)
li1,1993,-
met1,2337,7370
met2,288,9610
met3,36,2760
met4,0,414
met5,-,0
-- worst paths after layout --
path                           to  slack [ns]  cells after the start
setup / recovery          dout[9]        0.21                      6
hold / removal    ram1.ram[12][7]        0.91                      3
-- what timing repair did --
item / in CTS / in global routing
hold buffers: 0 / 0
setup endpoints to repair: 0 / 12
gates resized: 0 / 4
No activity file was given, so power comes from the tool's default toggle rates.
